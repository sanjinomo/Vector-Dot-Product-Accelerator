File: /design/flow/design.v
module vec_mul_avalon_interface_32(
	input logic clock, 
	input logic resetn, 
	input logic read, 				 
	input logic write, 				 
	input logic chipselect, 		 
	input logic [2:0] address, 		 
	input logic [31:0] writedata, 	 
	output logic [31:0] readdata, 	 
	output logic [31:0] avm_address, 		 
	output logic avm_read, 					 
	input logic [31:0] avm_readdata, 		 
	input logic avm_readdatavalid, 			 
	input logic avm_waitrequest, 			 
	output logic [3:0] avm_bytenable, 		 
	output logic [7:0] avm_burstcount		 
); 
	logic [31:0] vec_length; 		 
	logic [31:0] vecA_baseAddr;		 
	logic [31:0] vecB_baseAddr; 	 
	logic [31:0] RES_LO; 			 
	logic [31:0] RES_HI;			 
	logic dot_start; 
	logic dot_busy; 
	logic dot_busy_prev; 
	logic [63:0] dot_result;
	assign dot_start = chipselect & write & (address == 3'd0);  
	vec_mul_pipe_core_32 coreComp (
		.clock(clock),
		.resetn(resetn), 
		.start(dot_start), 					 
		.length(vec_length),			 
		.vecA_baseAddr(vecA_baseAddr),	 
		.vecB_baseAddr(vecB_baseAddr), 	 
		.busy(dot_busy), 					 
		.result(dot_result), 		 
		.avm_address(avm_address), 	 
		.avm_read(avm_read), 				 
		.avm_readdata(avm_readdata),		 
		.avm_readdatavalid(avm_readdatavalid), 		 
		.avm_waitrequest(avm_waitrequest), 		 
		.avm_bytenable(avm_bytenable), 	 
		.avm_burstcount(avm_burstcount)	 
	);
	always_ff @(posedge clock or negedge resetn) begin 
		if(!resetn) begin 
			vecA_baseAddr <= 32'b0; 
			vecB_baseAddr <= 32'b0;
			RES_LO <= 32'b0; 
			RES_HI <= 32'b0; 
			dot_busy_prev <= 1'b0; 
		end 
		else begin 
			if (chipselect & write) begin 
				case(address) 
					3'd1:  vec_length <= writedata; 		 
					3'd2:  vecA_baseAddr <= writedata;  	 
					3'd3:  vecB_baseAddr <= writedata; 		 
					default: ; 
				endcase 
			end 
			dot_busy_prev <= dot_busy; 
			if(dot_busy_prev && !dot_busy) begin 
				RES_LO <= dot_result[31:0]; 
				RES_HI <= dot_result[63:32]; 
			end 
		end
	end
	always_comb begin 
		readdata = 32'b0; 
		if(chipselect & read) begin 
			case(address) 
				3'd0: readdata = {31'b0, dot_busy};  
				3'd1: readdata = vec_length; 		 
				3'd2: readdata = vecA_baseAddr; 	 
				3'd3: readdata = vecB_baseAddr;		 
				3'd4: readdata = RES_LO; 			 
				3'd5: readdata = RES_HI; 			 
				default: readdata = 32'b0; 
			endcase
		end 
	end 
endmodule 
module vec_mul_pipe_core_32 (
	input logic clock,
	input logic resetn, 
	input logic start, 					 
	input logic [31:0] length,			 
	input logic [31:0] vecA_baseAddr,	 
	input logic [31:0] vecB_baseAddr, 	 
	output logic busy, 					 
	output logic [63:0] result, 		 
	output logic [31:0] avm_address, 	 
	output logic  avm_read, 				 
	input logic [31:0] avm_readdata,		 
	input logic avm_readdatavalid, 		 
	input logic avm_waitrequest, 		 
	output logic [3:0] avm_bytenable, 	 
	output logic [7:0] avm_burstcount	 
);
	localparam FIFO_DEPTH = 64; 
	logic [31:0] FIFO_A [0:FIFO_DEPTH-1]; 						 
	logic [31:0] FIFO_B [0:FIFO_DEPTH-1]; 						 
	logic [$clog2(FIFO_DEPTH):0] FIFO_A_count, FIFO_B_count;	 
	logic [$clog2(FIFO_DEPTH)-1:0] write_A_ptr, write_B_ptr, read_A_ptr, read_B_ptr;	 
	typedef enum logic [1:0] {IDLE, RUN, DONE} state_t; 
	state_t state; 
	logic [31:0] read_req_index; 		 
	logic [31:0] calculation_index; 	 
	logic [31:0] vec_length; 			 
	logic [63:0] accum; 				 
	logic readReq_b; 					 
	logic dataRecv_b; 					 
	assign busy = (state != IDLE); 		 
	assign result = accum; 				 
	assign avm_burstcount = 8'b1; 		 
	assign avm_bytenable = 4'b1111; 		 
	always_comb begin 
		avm_address = 0; 
		avm_read = 0; 
		if (state == RUN && read_req_index < vec_length) begin 
			if(FIFO_A_count < (FIFO_DEPTH-2) && FIFO_B_count < (FIFO_DEPTH-2)) begin 
				avm_read = 1'b1; 	 
				if(!readReq_b)
					avm_address = vecA_baseAddr + (read_req_index << 2);  
				else 
					avm_address = vecB_baseAddr + (read_req_index << 2);  
			end
		end
	end 
	always_ff @(posedge clock or negedge resetn) begin 
		if(!resetn) begin 
			state <= IDLE; 
			read_req_index <= 0; 
			calculation_index <= 0; 
			vec_length <= 0; 
			accum <= 0; 
			readReq_b <= 0; 
			dataRecv_b <= 0; 
			write_A_ptr <=0; 
			write_B_ptr <= 0; 
			read_A_ptr <= 0; 
			read_B_ptr <= 0; 
		end 
		else begin 
			case(state) 
				IDLE: begin 
					if (start) begin 
						state <= RUN;			 
						vec_length <= length; 	 
						read_req_index <= 0; 
						calculation_index <= 0; 
						accum <= 0;
						readReq_b <= 0; 
						dataRecv_b <= 0; 
						write_A_ptr <=0; 
						write_B_ptr <= 0; 
						read_A_ptr <= 0; 
						read_B_ptr <= 0; 
					end 
				end
				RUN: begin 
					if (avm_read && !avm_waitrequest) begin 
						if (readReq_b) begin 
							read_req_index <= read_req_index + 1;
						end 
						readReq_b <= ~readReq_b; 
					end 
					if (calculation_index == vec_length) begin
						state <= DONE; 
					end 
				end 
				DONE: begin 
					state <= IDLE; 	 
				end 
			endcase 
			if (avm_readdatavalid) begin 
				if(!dataRecv_b) begin 
					FIFO_A[write_A_ptr] <= avm_readdata;		 
					write_A_ptr <= write_A_ptr + 1; 			 
					FIFO_A_count <= FIFO_A_count + 1; 			 
				end
				else begin 
					FIFO_B[write_B_ptr] <= avm_readdata;		 
					write_B_ptr <= write_B_ptr + 1; 			 
					FIFO_B_count <= FIFO_B_count + 1; 			 
				end 
				dataRecv_b <= ~dataRecv_b;
			end 
			if (state == RUN && (FIFO_A_count > 0) && (FIFO_B_count > 0)) begin 
				accum <= accum + (($signed(FIFO_A[read_A_ptr]))*($signed(FIFO_B[read_B_ptr]))); 
				read_A_ptr <= read_A_ptr+1; 
				read_B_ptr <= read_B_ptr+1; 
				calculation_index <= calculation_index+1; 
				if(avm_readdatavalid && !dataRecv_b) begin 
					FIFO_A_count <= FIFO_A_count; 	 
				end 
				else begin 
					FIFO_A_count <= FIFO_A_count-1;  
				end 
				if (avm_readdatavalid && dataRecv_b) begin 
					FIFO_B_count <= FIFO_B_count;  
				end 
				else begin 
					FIFO_B_count <= FIFO_B_count-1;  
				end 
			end 
		end
	end 
endmodule 
File: /design/flow/run.sh
#!/bin/bash
# OpenROAD 26Q1-2900-gdf79404cd8, Yosys 0.63+post, stock flow scripts
make -C /OpenROAD-flow-scripts/flow DESIGN_CONFIG=/design/flow/config.mk WORK_HOME=/design/flow/orfs finish
File: /design/flow/config.mk
export PLATFORM = sky130hd
export DESIGN_NAME = vec_mul_avalon_interface_32
export DESIGN_NICKNAME = vec_mul_avalon_interface_32
export VERILOG_FILES = /design/flow/design.v
export SDC_FILE = /design/flow/constraint.sdc
export NUM_CORES = 4
export LEC_CHECK = 1
export CORE_UTILIZATION = 40
File: /design/flow/constraint.sdc
current_design vec_mul_avalon_interface_32

set clk_period 26.0
set clk_io_pct 0.2

create_clock -name clk0 -period $clk_period [get_ports {clock}]

set non_clock_inputs [all_inputs -no_clocks]
set_input_delay [expr $clk_period * $clk_io_pct] -clock clk0 $non_clock_inputs
set_output_delay [expr $clk_period * $clk_io_pct] -clock clk0 [all_outputs]
==> results_slide.txt <==
Key Metrics from the Run

Clock tree
  • Post-CTS Setup Bufs: 0
  • CTS Root Cell: clkbuf_16
  • CTS tree: yes
  • Hold buffer count at CTS: 0
  • Clock latency (worst-skew pair): 1.12 ns
  • Register clock-pin slew on the reported worst setup and hold paths: 0.06 ns
  • Clock buffer depth: 4
  • CTS Buf Count: 436
  • Sinks on Clock Net: 4459
  • H-tree Lvls: 5
  • Post-cts resize count: 0

Hold path
  • Hold WC Path Type: reg2reg
  • Hold depth: 2
  • Worst Hold Path EP: coreComp.accum[46]$_DFFE_PN0P_
  • Hold_sp: coreComp.accum[46]$_DFFE_PN0P_

Logic synthesis
  • Ys flop type: edfxtp_1
  • Area leader, netlist: edfxtp_1
  • Post-synth top area share: 61.72%
  • Seq cells post-synth: 4459
  • Synth Area per Inst: 14.80 um^2
  • Adder-cell share of the synthesized area: 11.63%
  • Post-Synth AOI/OAI Area: 10.25%
  • Top non-seq family: adder cells
  • Synth Warn #: 4
  • Yosys stat chip area: 201500 um^2
  • Xor/xnor share of the synthesized area: 0.5694%
  • Mux frac, synth: 1.223%
  • Simple share: 6.851%
  • Ys cells: 13610
  • Distinct lib cells: 80
  • Synth area leaders: edfxtp_1 (62%), fa_1 (9.6%), a22oi_1 (4.0%), dfrtp_1 (3.9%), inv_1 (2.2%)
  • Post-synth EDFFs: 4142
  • Cell area after synthesis: 201500 um^2
  • Seq share, synth: 65.66%
  • Asr flop ratio synth: 7.109%
  • Gate Count Post-Synth: 13610

Setup path
  • Worst Setup End Kind: output pin
  • Critical path class: in2out
  • Required time of the critical path: 20.80 ns
  • Reg2reg end: coreComp.accum[60]$_DFFE_PN0P_
  • Worst Path Arrival: 7.91 ns
  • R2R Setup Slk: 13.09 ns
  • Worst reg2reg startpoint: coreComp.read_B_ptr[5]$_DFFE_PN0P_
  • Startpoint Class: primary input
  • Worst reg2reg path depth: 36
  • CP max FO: 38

Die
  • Boundary Pins: 151
  • # rows: 260
  • Core box area: 501600 um^2
  • Die H: 711.8 um
  • Die Span X: 711.8 um
  • FP Util: 40.17%
  • Die area: 506600 um^2

Run status
  • Status: finished, final reports clean

Timing
  • FMAX: 76.28 MHz
  • Setup TNS: 0 ns
  • Final Hold Vio Count: 0
  • Rel. slew slack: 32.83%
  • RSZ-0062 raised after global routing: no
  • Worst slew pin tran: 1.005 ns
  • Fin Hold WS: 0.4937 ns
  • Setup violators final: 0
  • Final min period: 13.11 ns
  • Clock skew: 0.1191 ns
  • Slew Limit Fails: 0
  • Period utilization: 50.42%

Job
  • Tool warning count: 44
  • Max-Cap Viols: 0

GRT
  • First-pass GRT wire length: 1089000 um
  • Initial antenna violation count: 43
  • Vias in the first global route: 134100
  • Pin count of the biggest net entering global routing: 101
  • Total GRT Usage: 34.16%
  • Grt total ovfl: 0

Drt
  • DRC violations left: 0
  • Initial drt markers: 11320
  • Drt first pass iters: 6
  • Vias per std cell: 6.212
  • Routed via count: 131500
  • Post-DR wirelength/cell: 37.83 um
  • Final WL: 800700 um
  • Final ANT Viol Nets: 0

Placed design
  • Port Buffers: 138
  • Post-placement cell area: 215800 um^2
  • Post-DP HPWL: 482200 um
  • Gpl congestion: 1.006
  • Placed cell count: 20300

Final layout
  • Sequential cell area: 132300 um^2
  • Share of cells above drive strength 1: 12.71%
  • Layout Cells excl Fill: 21170
  • Fillers: 42830
  • Area of the multi-input gates: 64350 um^2
  • Post-route cell area: 229600 um^2
  • P&R area growth vs syn: 13.92%
how the worst max path moves through the flow:
stage	startpoint	endpoint	slack [ns]	depth (start not counted)
4_1_cts	address[2]	readdata[18]	12.92	7
5_1_grt	coreComp.read_B_ptr[5]$_DFFE_PN0P_	coreComp.accum[60]$_DFFE_PN0P_	12.49	36
6_report	address[2]	readdata[19]	12.89	7
sequential cells by signal, indices dropped and copies added, names as in the netlist, 7 cells and up:
name                        cells
coreComp.FIFO_A              2048
coreComp.FIFO_B              2048
coreComp.accum                 64
RES_HI                         32
RES_LO                         32
coreComp.calculation_index     32
coreComp.read_req_index        32
coreComp.vec_length            32
vecA_baseAddr                  32
vecB_baseAddr                  32
vec_length                     32
coreComp.FIFO_A_count           7
coreComp.FIFO_B_count           7
critical path: stages:
cell and delay [ns]:
buf_2 0.08, buf_4 0.50, nor2b_2 0.76, buf_4 0.35, a221oi_1 0.11, a211oi_1 0.35
clkdlybuf4s50_1 0.53
Yosys cell counts, types with 68 or more instances:
library cell     n
buf_2           99
nand4_1        355
mux2_2         121
ha_1           334
nor3_1          87
or2_1          438
xnor2_1         90
nand2_1        367
fa_1           962
mux2i_1        110
dfrtp_1        317
nand3_1        285
o21ai_0        248
buf_1          117
edfxtp_1      4142
nor4_1          86
nor2_1         925
a22o_1         416
a21o_1          68
or2_2           80
clkbuf_1       548
a22oi_1       1071
a221oi_1       450
inv_1         1197
a21oi_1        186
kinds of logic after synthesis:
kind of cell / count (synthesis)
DFF: 4459
buffers and inverters: 1987
and+or+nand+nor: 2784
muxes: 231
xor gates and xnor gates: 131
other: 2
AOI/OAI and AO/OA: 2722
adders and majority gates: 1296
layout make-up:
class / instances / share of cell area [%]
Timing Repair Buffer: 790 / 2.727
Multi-Input combinational cell: 7176 / 28.03
Tap cell: 6681 / 3.641
Clock buffer: 540 / 4.968
Clock inverter: 277 / 0.9903
Antenna cell: 45 / 0.04905
Inverter: 1198 / 1.959
Sequential cell: 4459 / 57.64
layout by cell type (no fill, tap or decap), drive strengths merged, types with 102 or more instances in the layout:
cell           instances
edfxtp              4142
inv                 1217
a22oi               1071
fa                   962
nor2                 925
buf                  688
clkbuf               540
or2                  518
a221oi               450
a22o                 416
nand2                368
nand4                355
ha                   334
dfrtp                317
nand3                285
o21ai                252
clkinv               228
a21oi                186
mux2                 121
mux2i                110
clkdlybuf4s50        102
per-layer routing:
| layer | wire length [um] | global-route usage, % | part of all wire, % | up-vias |
|---|---|---|---|---|
| met5 | 5765 | 10.87 | 0.72 | - |
| met4 | 52450 | 16.11 | 6.6 | 191 |
| met3 | 175700 | 32.59 | 22 | 2602 |
| met2 | 335900 | 45.27 | 42 | 12400 |
| met1 | 230900 | 35.11 | 29 | 64050 |
| li1 | - | - | - | 52250 |
through the flow:
step	util (%)	setup WS, ns
3_3_place_gp	43.01	12.93
4_1_cts	45.74	12.92
3_5_place_dp	43.01	12.93
2_1_floorplan	-	14.36
5_1_grt	45.75	12.49
6_report	45.76	12.89
